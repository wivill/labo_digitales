## /design/flow/design.v

```verilog
`timescale 1ns / 1ps
module ADDER # (parameter SIZE= 4)
   (
    input wire [SIZE-1:0]  A,
    input wire [SIZE-1:0]  B,
    output wire [SIZE-1:0] Result,
    output wire 	   CarryO
    );
   assign {CarryO, Result} = A + B;
endmodule  
module MULT_MUX # (parameter ASIZE= 4) 
   (
    input wire [ASIZE-1:0] A,
    input wire [1:0] 	   B,
    output reg [ASIZE+1:0] Result
    );
   always @ (*)
      begin
	 case (B)
	    2'b00: Result = 0;
	    2'b01: Result = A;
	    2'b10: Result = {A, 1'b0};
	    2'b11: Result = {A, 1'b0} + A;
	 endcase
      end
endmodule  
module IMUL1_LOGIC4
   (	
	input wire [3:0]  A,
	input wire [3:0]  B,
	output wire [7:0] Result
	);
   wire [3:0] 		  wSumOp0 [2:0];
   wire [3:0] 		  wSumOp1 [2:0];
   wire [3:0] 		  wAddResult [2:0];
   wire 		  wCarryOut [2:0];
   assign wSumOp0[0] = { 1'b0 ,  A[3]&B[0], A[2]&B[0], A[1]&B[0]};
   assign wSumOp1[0] = { A[3]&B[1],  A[2]&B[1], A[1]&B[1], A[0]&B[1]};
   assign wSumOp0[1] = { wCarryOut[0] ,  wAddResult[0][3:1]};
   assign wSumOp1[1] = { A[3]&B[2],  A[2]&B[2], A[1]&B[2], A[0]&B[2]};
   assign wSumOp0[2] = { wCarryOut[1] ,  wAddResult[1][3:1]};
   assign wSumOp1[2] = { A[3]&B[3],  A[2]&B[3], A[1]&B[3], A[0]&B[3]};
   ADDER # (4) SUM1 (.A(wSumOp0[0]), .B(wSumOp1[0]), .Result(wAddResult[0]), .CarryO(wCarryOut[0]));
   ADDER # (4) SUM2 (.A(wSumOp0[1]), .B(wSumOp1[1]), .Result(wAddResult[1]), .CarryO(wCarryOut[1]));
   ADDER # (4) SUM3 (.A(wSumOp0[2]), .B(wSumOp1[2]), .Result(wAddResult[2]), .CarryO(wCarryOut[2]));
   assign Result = {wCarryOut[2], wAddResult[2], wAddResult[1][0], wAddResult[0][0], A[0]&B[0]};
endmodule  
module IMUL1_LOGIC #(parameter SIZE = 16)
   (	
	input wire [SIZE-1:0] 	   A,
	input wire [SIZE-1:0] 	   B,
	output wire [(2*SIZE)-1:0] Result
	);
   wire [SIZE-1:0] 		   wSumOp0 [SIZE-2:0];
   wire [SIZE-1:0] 		   wSumOp1 [SIZE-2:0];
   wire [SIZE-1:0] 		   wAddResult [SIZE-2:0];
   wire [SIZE-2:0] 		   wCarryOut;
   genvar 			   i,j;
   generate
      assign wSumOp0[0][SIZE-1] = 0;
      assign wSumOp1[0][SIZE-1]  = A[SIZE-1] & B[1];
      for (i = 0; i < SIZE-1; i = i + 1)
	 begin: ANDMAT
	    assign wSumOp0[0][i] = A[i+1] & B[0];
	    assign wSumOp1[0][i] = A[i] & B[1];
	 end
      for (i = 1; i < SIZE-1; i = i + 1) 
	 begin: WSUMOP0
	    assign wSumOp0[i] = {wCarryOut[i-1], wAddResult[i-1][(SIZE-1):1]};
	 end
      for (i = 1; i < SIZE-1; i = i + 1)
	 begin: WSUMOP1I
	    for (j = 0; j < SIZE; j = j + 1)
	       begin: WSUMOP1J
		  assign wSumOp1[i][j] = A[j] & B[i+1];
	       end
	 end
      for (i = 0; i < SIZE-1; i = i + 1) 
	 begin: ADD
	    ADDER #(SIZE) add 
	       (
		.A(wSumOp0[i]), 
		.B(wSumOp1[i]), 
		.Result(wAddResult[i]), 
		.CarryO(wCarryOut[i])
		);
	 end
      assign Result[0] = A[0] & B[0]; 
      assign Result[(2*(SIZE-1)):(SIZE-1)] = wAddResult[SIZE-2];
      assign Result[(2*SIZE)-1] = wCarryOut[SIZE-2];
      for (i = 1; i < SIZE-1; i = i + 1) 
	 begin: RESULT
	    assign Result[i] = wAddResult[i-1][0];
	 end
   endgenerate
endmodule  
module IMUL2_LOGIC4
   (
    input wire [3:0]  A,
    input wire [3:0]  B,
    output wire [7:0] Result
    );
   wire [5:0] 	      wMultResult0, wMultResult1;
   wire [5:0] 	      wSumOp0, wSumOp1, wAddResult;
   wire 	      wCarryOut;
   MULT_MUX #(4) mux0 
      (
       .A(A), 
       .B(B[1:0]), 
       .Result(wMultResult0)
       );
   MULT_MUX #(4) mux1 
      (
       .A(A), 
       .B(B[3:2]), 
       .Result(wMultResult1)
       );
   assign wSumOp0 = {2'b0,wMultResult0[5:2]};
   assign wSumOp1 = wMultResult1;
   assign Result = {wAddResult,wMultResult0[1:0]};
   ADDER #(6) add0 
      (
       .A(wSumOp0), 
       .B(wSumOp1), 
       .Result(wAddResult), 
       .CarryO(wCarryOut)
       );
endmodule  
module IMUL2_LOGIC #(parameter SIZE = 16)
   (	
	input wire [SIZE-1:0] 	   A,
	input wire [SIZE-1:0] 	   B,
	output wire [(2*SIZE)-1:0] Result
	);
   wire [SIZE+1:0] 		   wMultResult [(SIZE/2)-1:0];
   wire [SIZE+1:0] 		   wSumOp0 [(SIZE/2)-2:0];
   wire [SIZE+1:0] 		   wSumOp1 [(SIZE/2)-2:0];
   wire [SIZE+1:0] 		   wAddResult [(SIZE/2)-2:0];
   wire [(SIZE/2)-2:0] 		   wCarryOut;
   genvar 			   i;
   generate
      for (i = 0; i < (SIZE/2); i = i + 1)
	 begin: MULTMAT
	    MULT_MUX #(SIZE) mult_mux 
	       (
		.A(A), 
		.B(B[(2*i)+:2]), 
		.Result(wMultResult[i])
		);
	 end
      assign wSumOp0[0] = {2'b0, wMultResult[0][SIZE+1:2]};
      assign wSumOp1[0] = wMultResult[1];			  
      for (i = 1; i < (SIZE/2)-1; i = i + 1)
	 begin: SUMOP
	    assign wSumOp0[i] = {1'b0, wCarryOut[i-1], wAddResult[i-1][SIZE+1:2]};
	    assign wSumOp1[i] = wMultResult[i+1];
	 end
      for (i = 0; i < (SIZE/2)-1; i = i + 1) 
	 begin: ADD
	    ADDER #(SIZE+2) add
	       (
		.A(wSumOp0[i]), 
		.B(wSumOp1[i]), 
		.Result(wAddResult[i]), 
		.CarryO(wCarryOut[i])
		);
	 end
      assign Result[1:0] = wMultResult[0][1:0]; 
      assign Result[(2*SIZE-1):(SIZE-2)] = wAddResult[(SIZE/2)-2];
      for (i = 1; i < (SIZE/2)-1; i = i + 1) 
	 begin: RESULT
	    assign Result[(2*i)+:2] = wAddResult[i-1][1:0];
	 end
   endgenerate
endmodule  
```

## /design/flow/run.sh

```bash
#!/bin/bash
# OpenROAD 26Q1-2900-gdf79404cd8, Yosys 0.63+post, stock flow scripts
make -C /OpenROAD-flow-scripts/flow DESIGN_CONFIG=/design/flow/config.mk WORK_HOME=/design/flow/orfs finish
```

## /design/flow/config.mk

```make
export PLATFORM = sky130hd
export DESIGN_NAME = IMUL1_LOGIC
export DESIGN_NICKNAME = IMUL1_LOGIC
export VERILOG_FILES = /design/flow/design.v
export SDC_FILE = /design/flow/constraint.sdc
export NUM_CORES = 4
export LEC_CHECK = 1
export CORE_UTILIZATION = 30
export SYNTH_HDL_FRONTEND = slang
```

## /design/flow/constraint.sdc

```tcl
current_design IMUL1_LOGIC

set clk_period 55.8
set clk_io_pct 0.2

create_clock -name clk0 -period $clk_period

set non_clock_inputs [all_inputs -no_clocks]
set_input_delay [expr $clk_period * $clk_io_pct] -clock clk0 $non_clock_inputs
set_output_delay [expr $clk_period * $clk_io_pct] -clock clk0 [all_outputs]
```

==> flow_summary.ini <==
; yosys + openroad results
[run_status]
status = finished clean

[cells_and_area]
final_cell_mix = and2_1 (248), ha_1 (242), xnor2_1 (134), a21oi_1 (133), nor2_1 (131)
flop_area_um2 = 0
layout_top_cell_excl_fill_tap = and2_1
flops = 0
drive_gt1_share_pct = 2.288
clockBufferCount = 0
fin_util_pct = 33.67
area_delta_synth_final_pct = 10.14

[global_route]
grt_pass1_wl_um = 52230
grt-ovfl-total = 0
antenna_found_initial = 0
track_usage_pct = 15.19
grt_max_degree = 17
grt_pass1_vias = 10870

[synth]
synth_area_per_cell_um2 = 7.143
top_cells_by_area = ha_1 (25%), and2_1 (13%), xnor2_1 (9.6%), a21oi_1 (5.4%), a21o_1 (4.5%)
netlist_area_um2 = 12230
yosys.area.top_type = ha_1
synth-simple-area-share_pct = 28.85
ys_sh_aoi_pct = 26.46
yosysUniqueCellTypes = 70
synthCells = 1712
yosys_cells = 1712
logic_family = simple AND/OR/NAND/NOR gates
ys_warn_count = 0
ys_area_um2 = 12230
mux_share_pct = 0.5729
ys_seq_share_pct = 0
top_cell_area_share_pct = 24.76
synth-xor-area-share_pct = 12.96
ys_sh_adder_pct = 27.22

[job]
cap_viol_max_count = 0
warning_count = 35

[floorplan]
fp_util_pct = 30.57
io_pins = 64
placementRows = 73
die_h_um = 203.9
die-area_um2 = 41580
coreArea_um2 = 40010
die_w_um = 203.9

[worst_setup_path]
crit_path_max_fanout = 16
required_ns = 44.64
worst_ep_arrival_time_ns = 29.81
cpPeakStageDelay_ns = 0.73
critPathLaunchType = input pin
crit_top_cell = ha_1
critical_path_class = input pin to primary output
end_kind = primary output
slowest_stage = clkdlybuf4s50_1

[routing]
antenna_left = 0
drc = 0
routed_via_density = 5.136
antenna_cells = 0
wire_per_inst_um = 13.58
drt_first_pass_iters = 5
via_count = 11670
initialDrtViolationCount = 552
drt_wl_total_um = 30870

[sta]
hold_viol_final = 0
max_slew_margin_pct = 51.84
fin_setup_tns_ns = 0
slew_viol_final = 0
tightest_slew_ns = 0.7131
fin_crit_sh_pct = 73.43
grt_setup_unrepaired = no
max_freq_mhz = 24.41
period_minus_slack_ns = 40.97
setup_viol_count_final = 0

[place]
portBuffers = 64
routabilityCongestion = 0.9096
dp_hpwl_um = 24730

[cts]
post-cts-setup-buffer-count = 0
ctsResizeCount = 0
ctsHoldBuffers = 0

[hold_path]
hp-class = input pin to primary output
hold_depth = 4
stage by stage:
step	worst slack [ns]	cell area, µm²	hold WS, ns	std cells
6_report	14.83	13470	23.57	2273
5_1_grt	13.15	13470	23.66	2273
4_1_cts	14.74	13470	23.59	2273
3_5_place_dp	14.87	13470	23.59	2273
3_3_place_gp	14.94	13470	23.58	2273
2_1_floorplan	17.76	12230	22.39	1712
synthesized netlist by cell type (all sizes together), types with 9 or more instances:
| library cell | instances |
|---|---|
| and2 | 248 |
| ha | 242 |
| a21oi | 135 |
| xnor2 | 134 |
| nor2 | 131 |
| o21ai | 88 |
| inv | 85 |
| nand2 | 74 |
| a21o | 73 |
| xor2 | 47 |
| clkbuf | 40 |
| nor3 | 40 |
| nor2b | 38 |
| o21a | 34 |
| nand3 | 30 |
| and3 | 25 |
| o21bai | 24 |
| a31oi | 18 |
| nand2b | 17 |
| a211oi | 16 |
| fa | 15 |
| nand4 | 11 |
| o31a | 10 |
| or2 | 9 |
kinds of logic (layout without fill, tap and decap cells):
logic type	Yosys count	after routing
compound gates	487	487
xor+xnor	181	181
fa+ha+maj	257	257
buf+inv	127	163
mux	7	7
simple gates	653	653
path summary, 6_finish.rpt:
check	from	to	slack, ns
setup / recovery	B[0]	Result[30]	14.83
hold / removal	A[0]	Result[0]	23.57
cell type report:
| type | count | area [µm²] |
|---|---|---|
| Timing Repair Buffer | 78 | 745.7 |
| Tap cell | 525 | 656.9 |
| Inverter | 85 | 319.1 |
| Multi-Input combinational cell | 1585 | 11750 |
| Fill cell | 4222 | 26540 |
critical path: cells and delay by family:
kind,cells,cell delay [ns]
compound gates,27,6.11
xor+xnor,12,1.76
fa+ha+maj,18,6.06
buf+inv,6,1.59
simple gates,24,3.12
routing by layer:
metal,up-vias,track usage (%),part of all wire (%)
met3,34,0.7819,3.1
met2,186,25.04,43
li1,6223,-,-
met4,0,1.907,1.3
met1,5230,22.36,52
met5,-,0,0
